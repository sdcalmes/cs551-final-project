### flow/run.sh
#!/bin/bash
# OpenROAD 26Q1-2900-gdf79404cd8, Yosys 0.63+post, stock flow scripts
make -C /OpenROAD-flow-scripts/flow DESIGN_CONFIG=/design/flow/config.mk WORK_HOME=/design/flow/orfs finish
### flow/config.mk
export PLATFORM = sky130hd
export DESIGN_NAME = ex_mem
export DESIGN_NICKNAME = ex_mem
export VERILOG_FILES = /design/flow/design.v
export SDC_FILE = /design/flow/constraint.sdc
export NUM_CORES = 4
export LEC_CHECK = 1
export CORE_UTILIZATION = 50
### flow/constraint.sdc
current_design ex_mem

set clk_period 2.8
set clk_io_pct 0.2

create_clock -name clk0 -period $clk_period [get_ports {clk}]

set non_clock_inputs [all_inputs -no_clocks]
set_input_delay [expr $clk_period * $clk_io_pct] -clock clk0 $non_clock_inputs
set_output_delay [expr $clk_period * $clk_io_pct] -clock clk0 [all_outputs]
### flow/design.v
module dff (q, d, clk, rst);
    output         q;
    input          d;
    input          clk;
    input          rst;
    reg            state;
    assign #(1) q = state;
    always @(posedge clk) begin
      state = rst? 0 : d;
    end
endmodule
module ex_mem(ex_memEn, ex_memWrite, ex_regWrite, ex_memToReg, ex_createdump,
    ex_write_reg, ex_alu_out, ex_pc_plus, ex_reg2_data, ex_sign_ext_low_bits,
    ex_halt,
    mem_memEn, mem_memWrite, mem_regWrite, mem_memToReg, mem_createdump,
    mem_write_reg, mem_alu_out, mem_pc_plus, mem_reg2_data,
    mem_sign_ext_low_bits, mem_halt, clk, rst, stall, flush);
    input ex_memEn, ex_memWrite, ex_regWrite, ex_createdump, ex_halt, clk, rst,
            stall, flush;
    input [1:0] ex_memToReg;
    input [2:0] ex_write_reg;
    input [15:0] ex_alu_out, ex_pc_plus, ex_reg2_data, ex_sign_ext_low_bits;
    output mem_memEn, mem_memWrite, mem_regWrite, mem_createdump, mem_halt;
    output [1:0] mem_memToReg;
    output [2:0] mem_write_reg;
    output [15:0] mem_alu_out, mem_pc_plus, mem_reg2_data, mem_sign_ext_low_bits;
    reg_1 memEn_flop(
        .WriteData(ex_memEn),    
        .stall(stall),
        .flush(flush),
        .ReadData(mem_memEn),    
        .clk(clk),
        .rst(rst)
    );
    reg_1 memWrite_flop(
        .WriteData(ex_memWrite),    
        .stall(stall),
        .flush(flush),
        .ReadData(mem_memWrite),    
        .clk(clk),
        .rst(rst)
    );
    reg_1 regWrite_flop(
        .WriteData(ex_regWrite),    
        .stall(stall),
        .flush(flush),
        .ReadData(mem_regWrite),    
        .clk(clk),
        .rst(rst)
    );
    reg_1 createdump_flop(
        .WriteData(ex_createdump),    
        .stall(stall),
        .flush(flush),
        .ReadData(mem_createdump),    
        .clk(clk),
        .rst(rst)
    );
    reg_1 halt_flop(
        .WriteData(ex_halt),
        .stall(stall),
        .flush(flush),
        .ReadData(mem_halt),
        .clk(clk),
        .rst(rst)
    );
    reg_1 memToReg_flop[1:0](
        .WriteData(ex_memToReg),    
        .stall(stall),
        .flush(flush),
        .ReadData(mem_memToReg),    
        .clk(clk),
        .rst(rst)
    );
    reg_1 write_reg_flop[2:0](
        .WriteData(ex_write_reg),
        .stall(stall),
        .flush(flush),
        .ReadData(mem_write_reg),
        .clk(clk),
        .rst(rst)
    );
    reg_1 alu_out_flop[15:0](
        .WriteData(ex_alu_out),    
        .stall(stall),
        .flush(flush),
        .ReadData(mem_alu_out),    
        .clk(clk),
        .rst(rst)
    );
    reg_1 pc_plus_flop[15:0](
        .WriteData(ex_pc_plus),    
        .stall(stall),
        .flush(flush),
        .ReadData(mem_pc_plus),    
        .clk(clk),
        .rst(rst)
    );
    reg_1 reg2_data_flop[15:0](
        .WriteData(ex_reg2_data),    
        .stall(stall),
        .flush(flush),
        .ReadData(mem_reg2_data),    
        .clk(clk),
        .rst(rst)
    );
    reg_1 sign_ext_low_bits_flop[15:0](
        .WriteData(ex_sign_ext_low_bits),    
        .stall(stall),
        .flush(flush),
        .ReadData(mem_sign_ext_low_bits),    
        .clk(clk),
        .rst(rst)
    );
endmodule
module reg_1 (WriteData, stall, flush, ReadData, clk, rst);
    input WriteData, stall, flush;
    input clk, rst;
    output ReadData;
    reg  writedata;
    wire storeData;
    wire flopRst;
    dff flops(
        .d(stall ? ReadData : WriteData),
        .q(ReadData),
        .clk(clk),
        .rst(rst | flush)
    );
endmodule
==> results.toml <==
# physical design summary
[hold_path]
holdPathStages = 2
hold_path.class = "flip-flop to flip-flop"
min_to = "pc_plus_flop[13].flops.state$_SDFFE_PP0N_"
holdCritStartpoint = "pc_plus_flop[13].flops.state$_SDFFE_PP0N_"

[floorplan]
chipHeight_um = 81.8
ioPinCount = 152
fp-utilization = 0.528
core_um2 = 6030
dieArea_um2 = 6690
num_rows = 28
die_w_um = 81.8

[final_timing]
min_period_ps = 1740
hold_violations = 0
rsz0062_at_grt = "no"
max_freq_mhz = 576
setup_viol = 0
fin_tns_setup_ps = 0
timing.final.ws_setup_ps = 1060
maxSlewHeadroom = 0.624
timing.final.crit_share = 0.620
skew_ps = 0
worst_pin_slew_ps = 564
slew_viol_final = 0

[global_routing]
antenna_found_initial = 0
grt_max_degree = 38
gr-usage-met2 = 0.286
grt_pass1_wl_mm = 9.06
grtUsageTotal = 0.183
globalRouteMet3Util = 0.0857
grt.busiest_layer = "met2"
grt-ovfl-total = 0
grt_pass1_vias = 2022
grt_use_met1 = 0.246

[detailed_routing]
n_antenna_cell = 0
drt-total-wl_mm = 5.97
route.detailed.drc = 0
dr.pass1.iters = 4
drtIter0Drc = 49
ant_nets = 0
wl_per_cell_um = 12.7
vias_per_cell = 4.54
vias = 2140

[final_layout]
fillers = 422
utilization = 0.725
layout_top_cell = "clkdlybuf4s50_1"
final_cell_mix = "150 x clkdlybuf4s50_1, 74 x mux2i_1, 74 x nor2_1, 74 x dfxtp_1, 11 x clkbuf_8"
logic_area_um2 = 1020
seq_area_um2 = 1480
syn2layout_area_growth_pct = 37.3
drive_above_1_share = 0.0606
final_cells = 471

[logic_synthesis]
synth_area_um2 = 3180
synth.avg_cell_area_um2 = 10.3
ys_cells = 308
synth_cell_type_count = 8
synth_chip_area_um2 = 3180
synthCells = 308
yosysSeqAreaShare = 0.465
ys_warn_count = 1
synth_flops = 74

[placed_design]
gp_congestion = 0.765
hpwl_mm = 4.33
port_buffers = 151
post-place-cells = 455
dp_slack_ps = 904

[cts]
root_buffer = "clkbuf_8"
clk_latency_ps = 330
numCtsBuffers = 9
cts_htree_levels = 3
clk_pin_slew_ps = 70
postCtsResizedCells = 0
clk_path_buf_depth = 2
cts_tree = "done"
clock-sinks = 74
postCtsSetupBuffers = 0
cts_hold_buf = 0

[setup_path]
arrival_ps = 1180
reg2reg_from = "reg2_data_flop[0].flops.state$_SDFFE_PP0N_"
rr_worst_depth = 2
cpLargestDelayFamily = "buffers and inverters"
worstPathMaxFanout = 2
crit_path_end_kind = "output port"
worstPathRequired_ps = 2240
cp-start-kind = "flip-flop"
critPathBufInv = 1
crit_chain = "clkdlybuf4s50_1"
crit_path_max_incr_delay_ps = 500
reg2reg_slack_ps = 2170
rr_endpoint = "reg2_data_flop[0].flops.state$_SDFFE_PP0N_"
crit_slowest_cell = "clkdlybuf4s50_1"
path_class = "flip-flop to output port"

[power_and_ir_drop]
clockPowerShare = 0.369
p_sw_uw = 468
combPwrFrac = 0.133
powerDensity_nw_per_um2 = 507
p_int_mw = 1.75
switching_share = 0.211
ir_worst_vdd_mv = 0.521
pwr-share-seq = 0.498
p_leak_nw = 1.83

[job]
cap_violations = 0
warning_count = 26

[status]
status = "completed"
==> power by group through the flow <==
| stage | clock network [mW] | logic [mW] | registers, mW |
|---|---|---|---|
| CTS | 0.852 | 0.298 | 1.10 |
| global route | 0.901 | 0.320 | 1.11 |
| finish | 0.818 | 0.294 | 1.10 |
==> per-layer routing <==
metal  routed length [um]  share of wire
met1                 2550           0.43
met3                  705           0.12
met4                   51         0.0085
met2                 2660           0.45
met5                    0              0
==> kinds of logic after synthesis <==
group,share of synthesized area
muxes,0.233
buffers and inverters,0.213
and+or+nand+nor,0.0892
DFF,0.465
==> cell type report <==
cell class / count / area share
timing repair buffer: 157 / 0.358
tap: 75 / 0.0215
sequential: 74 / 0.339
clock inverter: 5 / 0.0120
clock buffer: 11 / 0.0346
multi-input combinational: 149 / 0.234
==> synth_stat cells (all sizes together) <==
cell type	number	area share
nor2	74	0.087
buf	84	0.21
mux2i	74	0.23
clkbuf	1	0.0012
or2	1	0.0020
dfxtp	74	0.47
==> worst max-delay path by stage <==
stage / from / cells past startpoint / end / slack [ps]
CTS: sign_ext_low_bits_flop[12].flops.state$_SDFFE_PP0N_ / 1 / mem_sign_ext_low_bits[12] / 1040
global route: sign_ext_low_bits_flop[10].flops.state$_SDFFE_PP0N_ / 1 / mem_sign_ext_low_bits[10] / 1000
finish: alu_out_flop[5].flops.state$_SDFFE_PP0N_ / 1 / mem_alu_out[5] / 1060
==> through the flow <==
| step | hold slack, ps | area, um^2 | power [mW] |
|---|---|---|---|
| finish | 493 | 4370 | 2.22 |
| CTS | 502 | 4370 | 2.25 |
| detailed placement | 484 | 4170 | 1.42 |
| global route | 521 | 4370 | 2.33 |
| global placement | 472 | 4170 | 1.42 |
| floorplan | 440 | 3180 | 1.28 |
==> registers in the layout, indices dropped and copies added (netlist names) <==
signal and count:
memToReg_flop.flops.state 2, reg2_data_flop.flops.state 16, memEn_flop.flops.state 1, memWrite_flop.flops.state 1, alu_out_flop.flops.state 16, halt_flop.flops.state 1
pc_plus_flop.flops.state 16, sign_ext_low_bits_flop.flops.state 16, regWrite_flop.flops.state 1, write_reg_flop.flops.state 3, createdump_flop.flops.state 1
Power and IR drop assume default switching activity.

File: constraint.sdc
current_design execute

set clk_period 15.6
set clk_io_pct 0.2

create_clock -name clk0 -period $clk_period

set non_clock_inputs [all_inputs -no_clocks]
set_input_delay [expr $clk_period * $clk_io_pct] -clock clk0 $non_clock_inputs
set_output_delay [expr $clk_period * $clk_io_pct] -clock clk0 [all_outputs]
File: run.sh
#!/bin/bash
# OpenROAD 26Q1-2900-gdf79404cd8, Yosys 0.63+post, stock flow scripts
make -C /OpenROAD-flow-scripts/flow DESIGN_CONFIG=/design/flow/config.mk WORK_HOME=/design/flow/orfs finish
File: config.mk
export PLATFORM = sky130hd
export DESIGN_NAME = execute
export DESIGN_NICKNAME = execute
export VERILOG_FILES = /design/flow/design.v
export SDC_FILE = /design/flow/constraint.sdc
export NUM_CORES = 4
export LEC_CHECK = 1
export CORE_UTILIZATION = 40
File: design.v
module add_16 (A, B, Out);
    input [15:0]  A, B;
    output [15:0] Out;
    reg [15:0] outreg;
    wire [3:0] add1, add2, add3, add4;
    wire c1, c2, c3;
    assign Out = outreg;
    cla4 adder1 ( .sum(add1),
                  .cout(c1),
                  .a(A[3:0]),
                  .b(B[3:0]),
                  .cin(1'b0)
                  );
    cla4 adder2 ( .sum(add2),
                  .cout(c2),
                  .a(A[7:4]),
                  .b(B[7:4]),
                  .cin(c1)
                  );
    cla4 adder3 ( .sum(add3),
                  .cout(c3),
                  .a(A[11:8]),
                  .b(B[11:8]),
                  .cin(c2)
                  );
    cla4 adder4 ( .sum(add4),
                  .cout(),
                  .a(A[15:12]),
                  .b(B[15:12]),
                  .cin(c3)
                  );
    always @(*) begin
        outreg = {add4, add3, add2, add1};
    end
endmodule
module alu (A, B, Cin, Op, invA, invB, sign, Out, Z, lt_zero, Cout, sle_lt_zero);
    input Cin, invA, invB, sign;
    input [2:0] Op;
    input [15:0] A, B;
    output Cout, Z, lt_zero, sle_lt_zero;
    output [15:0] Out;
    reg lt_zero_w, sle_lt_zero_w;
    reg [15:0] outreg, inA, inB;
    wire [3:0]  add1, add2, add3, add4;
    wire [15:0] out;
    wire Cout, c1, c2, c3;
    assign Out      = outreg;
    assign Z        = ~(|outreg);
    assign lt_zero  = lt_zero_w;
    assign sle_lt_zero = sle_lt_zero_w;
   shifter sh ( .In(inA),
                .Cnt(inB[3:0]),
                .Op(Op[1:0]),
                .Out(out));
    cla4 adder1 ( .sum(add1),
                  .cout(c1),
                  .a(inA[3:0]),
                  .b(inB[3:0]),
                  .cin(Cin));
    cla4 adder2 ( .sum(add2),
                  .cout(c2),
                  .a(inA[7:4]),
                  .b(inB[7:4]),
                  .cin(c1));
    cla4 adder3 ( .sum(add3),
                  .cout(c3),
                  .a(inA[11:8]),
                  .b(inB[11:8]),
                  .cin(c2));
    cla4 adder4 ( .sum(add4),
                  .cout(Cout),
                  .a(inA[15:12]),
                  .b(inB[15:12]),
                  .cin(c3));
    always @(*) begin
        inA = invA ? (~A) : A;
        inB = invB ? (~B) : B;
        casex(Op)
            3'b0xx: outreg = out;
            3'b100: outreg = {add4, add3, add2, add1};
            3'b101: outreg = {add4, add3, add2, add1};
            3'b110: outreg = inA ^ inB;
            3'b111: outreg = inA & inB;
        endcase
    end
    always @(*) begin
        sle_lt_zero_w = 1'b0;
        case(sign)
            1'b1 : begin
                lt_zero_w = outreg[15];
            end
            1'b0 : begin
                lt_zero_w = ((~A[15] & ~B[15] & Cout & (|outreg)) | (A[15] & B[15] & Cout & (|outreg)) | (A[15] & ~B[15]) );
                sle_lt_zero_w = lt_zero_w & ((A[15] ~^ B[15]) | (A[15] ^ B[15]));
            end
        endcase
    end
endmodule
module branch_control(control_eqz, control_gtz, control_ltz, branch, alu_z, alu_ltz, pc_plus, branch_offset, branch_address);
	input control_eqz, control_gtz, control_ltz, branch, alu_z, alu_ltz;
	input [15:0] pc_plus, branch_offset;
    output [15:0] branch_address;
    wire branch_logic;
    wire [15:0] branch_out;
    reg [15:0] branch_address_w;
    add_16 branch_add(.A(pc_plus), 
                      .B(branch_offset), 
                      .Out(branch_out));
    assign branch_logic = branch & ((~alu_z & control_gtz & control_ltz) |       
                                    (alu_z  & control_eqz) |                     
                                    (alu_ltz & control_ltz) |                    
                                    (~alu_ltz & control_gtz & control_eqz));     
    assign branch_address = branch_logic ? branch_out : pc_plus;
endmodule
module cla4(sum, cout, a, b, cin);
input [3:0] a, b;
output [3:0] sum;
input cin;
output cout;
wire [3:0] g, p, c;
assign g = a & b;
assign p = a ^ b;
assign c[0] = cin;
assign c[1] = g[0] | (p[0] & c[0]);
assign c[2] = g[1] | (p[1] & c[1]);
assign c[3] = g[2] | (p[2] & c[2]);
assign cout = g[3] | (p[3] & g[2]) | (p[3] & p[2] & g[1]) | (p[3] & p[2] & p[1] & g[0]) | (p[3] & p[2] & p[1] & p[0] & c[0]);
assign sum = p ^ c;
endmodule
module shift1(in, sh, op, out);
    input [15:0] in;
    input [1:0] op;
    input sh;
    output [15:0] out;
    reg [15:0] outreg;
    assign out = outreg;
    always @(*) begin
        case(op)
            2'b00 : outreg = sh ? {in[14:0], in[15]} : in;
            2'b01 : outreg = sh ? {in[14:0], 1'b0}   : in;
            2'b10 : outreg = sh ? {in[0], in[15:1]} : in;
            2'b11 : outreg = sh ? {1'b0, in[15:1]}   : in;
        endcase
    end
endmodule
module shift2(in, sh, op, out);
    input [15:0] in;
    input [1:0] op;
    input sh;
    output [15:0] out;
    reg [15:0] outreg;
    assign out = outreg;
    always @(*) begin
        case(op)
            2'b00 : outreg = sh ? {in[13:0], in[15:14]}   : in;
            2'b01 : outreg = sh ? {in[13:0], 2'b0}        : in;
            2'b10 : outreg = sh ? {in[1:0] , in[15:2]}    : in;
            2'b11 : outreg = sh ? {2'b0, in[15:2]}        : in;
        endcase
    end
endmodule
module shift4(in, sh, op, out);
    input [15:0] in;
    input [1:0] op;
    input sh;
    output [15:0] out;
    reg [15:0] outreg;
    assign out = outreg;
    always @(*) begin
        case(op)
            2'b00 : outreg = sh ? {in[11:0], in[15:12]}  : in;
            2'b01 : outreg = sh ? {in[14:0], 4'b0}       : in;
            2'b10 : outreg = sh ? {in[3:0] , in[15:4]}   : in;
            2'b11 : outreg = sh ? {4'b0, in[15:4]}       : in;
        endcase
    end
endmodule
module shift8(in, sh, op, out);
    input [15:0] in;
    input [1:0] op;
    input sh;
    output [15:0] out;
    reg [15:0] outreg;
    assign out = outreg;
    always @(*) begin
        case(op)
            2'b00 : outreg = sh ? {in[7:0], in[15:8]}     : in;
            2'b01 : outreg = sh ? {in[7:0], 8'b0}         : in;
            2'b10 : outreg = sh ? {in[7:0], in[15:8]}     : in;
            2'b11 : outreg = sh ? {8'b0, in[15:8]}        : in;
        endcase
    end
endmodule
module shifter (In, Cnt, Op, Out);
    input [15:0] In;
    input [3:0]  Cnt;
    input [1:0]  Op;
    output [15:0] Out;
    wire [15:0] sh1, sh2, sh3;
    shift1 sh_1 (In , Cnt[0], Op, sh1);
    shift2 sh_2 (sh1, Cnt[1], Op, sh2);
    shift4 sh_4 (sh2, Cnt[2], Op, sh3);
    shift8 sh_8 (sh3, Cnt[3], Op, Out);
endmodule
module execute(alu_res_sel, branch, branch_eqz, branch_gtz, branch_ltz, Cin,
        invA, invB, sign_alu, ALUSrc_a, ALUSrc_b, pc_dec, set_select, alu_op,
        pc_plus, instruction, reg1_data, reg2_data, sign_ext_low_bits, br_tkn, alu_out,
        pc_decision, flush);
    input alu_res_sel, branch, branch_eqz, branch_gtz, branch_ltz, Cin, invA,
          invB, sign_alu, flush;
    input [1:0] ALUSrc_a, ALUSrc_b, pc_dec, set_select;
    input [2:0] alu_op;
    input [15:0] pc_plus, instruction, reg1_data, reg2_data, sign_ext_low_bits;
    output br_tkn;
    output [15:0] alu_out, pc_decision;
    reg shifted_data_err_w, alu_src_err_w, br_tkn_w;
    reg [15:0] alu_a_input_w, alu_b_input_w, set_out, pc_decision_w;
    wire alu_z, alu_ltz, alu_Cout, sle_lt_zero, shifted_data_err, alu_src_err;
    wire [15:0] alu_a_input, alu_b_input, alu_result, branch_address, jump_address;
    alu         alu(.A(alu_a_input), .B(alu_b_input), .Cin(Cin), .Op(alu_op),
                .invA(invA), .invB(invB), .sign(sign_alu), .Out(alu_result),
                .Z(alu_z), .lt_zero(alu_ltz), .Cout(alu_Cout),
                .sle_lt_zero(sle_lt_zero));
    add_16      jump_add(.A(pc_plus), .Out(jump_address), 
                .B({{5{instruction[10]}},{instruction[10:0]}}));
    branch_control  branch_control(.control_eqz(branch_eqz), 
                .control_gtz(branch_gtz), .control_ltz(branch_ltz), 
                .branch(branch), .alu_z(alu_z), .alu_ltz(alu_ltz),
                .pc_plus(pc_plus), .branch_address(branch_address), 
                .branch_offset({{8{instruction[7]}},instruction[7:0]}));
    always @(*) begin
        case(set_select)
            2'b00 : set_out = {15'b0, alu_z};                    
            2'b01 : set_out = {15'b0, alu_ltz};                  
            2'b10 : set_out = {15'b0, (sle_lt_zero | alu_z)};    
            2'b11 : set_out = {15'b0, alu_Cout};                 
        endcase
    end
    assign alu_out = alu_res_sel ? set_out : alu_result;
    always @(*) begin
        alu_a_input_w = 2'b00;
        shifted_data_err_w = 1'b0;
        case(ALUSrc_a)
            2'b00 : alu_a_input_w = reg1_data;
            2'b01 : alu_a_input_w = ({reg1_data[7:0], 8'b0} | 
                                     {8'b0, sign_ext_low_bits[7:0]});
            2'b10 : alu_a_input_w = {reg1_data[0], reg1_data[1], reg1_data[2],
                    reg1_data[3], reg1_data[4], reg1_data[5], reg1_data[6],
                    reg1_data[7], reg1_data[8], reg1_data[9], reg1_data[10],
                    reg1_data[11], reg1_data[12], reg1_data[13], reg1_data[14],
                    reg1_data[15]};
            default : shifted_data_err_w = 1'b1;
        endcase
    end
    assign shifted_data_err = shifted_data_err_w;
    assign alu_a_input = alu_a_input_w;
    always@(*) begin
        alu_b_input_w = 2'b00;
        alu_src_err_w = 1'b0;
        case(ALUSrc_b)
            2'b00 : alu_b_input_w = reg2_data;
            2'b01 : alu_b_input_w = sign_ext_low_bits;
            2'b10 : alu_b_input_w = 16'b0;
            default : alu_src_err_w = 1'b1;
        endcase
    end
    assign alu_b_input = alu_b_input_w;
    assign alu_src_err = alu_src_err_w;
    always @(*) begin
        br_tkn_w = 1'b1;
        case(pc_dec)
            2'b00 : begin
                br_tkn_w = 1'b0;
                pc_decision_w = pc_plus;
            end
            2'b01 : pc_decision_w = branch_address;
            2'b10 : pc_decision_w = jump_address;
            2'b11 : pc_decision_w = alu_out;
        endcase
    end
    assign br_tkn = br_tkn_w;
    assign pc_decision = pc_decision_w;
endmodule
==> GITHUB_STEP_SUMMARY <==
## PnR job results

| Metric | Value |
|---|---|
| Global-route wire length before repair | 39900 um |
| Area taken by multi-input logic gates | 6010 um2 |
| Number of warnings printed during yosys synthesis | 7 |
| Sequential element share of the synthesized area | 0% |
| Log Warnings | 42 |
| Weighted congestion reported at the end of routability-driven placement | 1.02 |
| Cell area after layout | 7940 um2 |
| Initial antenna violation count | 0 |
| Synthesis area per yosys | 6570 um2 |
| Total count of max-transition violations in the final report | 0 |
| Critical Path Start Type | input port |
| Antenna Diode Count | 0 |
| Achievable clock frequency | 69.4 MHz |
| Port bufs | 128 |
| Largest fanout on the critical path | 19 |
| Core area | 15900 um2 |
| Class of the tightest hold or removal check | input port to primary output |
| Sequential fraction of design power | 0% |
| Unique cell types | 93 |
| Antenna Nets Post-Route | 0 |
| Clock buffers | 0 |
| Most frequent logic cell in the layout | clkdlybuf4s50_1 |
| Tally of max-capacitance violations | 0 |
| Mapped Cells | 908 |
| Normalized max-slew margin | 37.7% |
| Horizontal die dimension | 130 um |
| Violation count after the first detailed-routing iteration | 818 |
| Synthesis-to-finish area growth | 20.8% |
| Fin. Hold Viols | 0 |
| Maximum VDD drop | 0.0220 mV |
| Hold-fix buffers at CTS | 0 |
| TritonRoute pass-1 iters | 7 |
| Share of the clock period used by the worst path | 92.3% |
| Leakage power figure | 3.07 nW |
| Proportion of layout cells with a drive suffix above 1 | 7.11% |
| Slew @ Worst Pin | 927 ps |
| Vias in the first global route | 6942 |
| Total setup violations reported at the end of the flow | 0 |
| Switching part of the total | 56.6% |
| Pre-placement core utilization | 41.2% |
| RSZ-0062 raised after global routing | no |
| Number of resized instances in the post-cts repair step | 0 |
| Combined global-route utilization of all metal layers | 31.3% |
| Storage cell area | 0 um2 |
| Layout fillers | 1668 |
| Most common logic cells in the final layout | clkdlybuf4s50_1, nor2_1, inv_1, nand2_1, mux2i_1 |
| Largest net degree at the start of global routing | 59 |
| Via count | 7709 |
| Worst Hold Launch | pc_plus[13] |
| Grt total ovfl | 0 |
| Routed length per instance | 21.5 um |
| Net switching power | 0.000217 W |
| Result of the run | completed |
| Number of top-level pins | 134 |
| Internal Pwr Total | 0.000166 W |
| Data required time at the worst endpoint | 12480 ps |
| Placement Cell Area | 7940 um2 |
| Post-DP HPWL | 20600 um |
| Die area | 16900 um2 |
| Avg Vias per Cell | 6.42 |
| Combinational share of power | 100.0% |
| Part of the total power dissipated in the clock network | 0% |
| Power Dens Cells | 48.2 nW/um2 |
| Worst setup path category | input port to primary output |
| Post-synthesis average cell area | 7.24 um2 |
| Worst Hold Depth | 3 |
| Count of instantiated cells in the yosys netlist | 908 |
| Total detailed-routing wirelength | 25800 um |
| Die height | 130 um |
| Worst Hold End | pc_decision[13] |
| Remaining routing DRC violations | 0 |
| Summed instance area of the synthesized netlist | 6570 um2 |
| Crit. End Element | primary output |
| Post CTS Setup Buffer Count | 0 |
| Time the final worst path needs with I/O delays and setup | 14400 ps |
| Rows | 46 |
| Aggregate negative setup slack | 0 ps |
| Data arrival at the endpoint of the critical path | 11280 ps |
| Final sequential cell count | 0 |
cells in the mapped netlist, types with 13 or more instances:
master     n  share of area [%]
fa_1      29                8.8
nand3_1   17                1.3
mux2_2    19                3.3
ha_1      36                6.9
clkbuf_1  31                1.8
buf_2     21                1.6
nand2_1   55                3.1
nor2_1    77                4.4
mux2i_1   48                7.3
o21ai_0   43                3.3
and2_1    13                1.2
nor2b_1   25                2.4
a221o_1   16                2.4
nand4_1   14                1.3
nor3_1    16                1.2
inv_1     57                3.3
a211oi_1  26                3.0
xnor2_1   35                4.7
o211ai_1  14                1.6
a21oi_1   46                3.5
cell type report:
cell class / instances / share of cell area [%]
multi-input combinational: 775 / 75.7
inverter: 62 / 2.93
tap: 216 / 3.40
timing repair buffer: 148 / 18.0
kinds of logic after synthesis:
group           after synthesis  synth area share (%)
compound gates              329                  37.6
simple gates                268                  20.6
buf+inv                     133                  8.59
mux                          74                  12.3
fa+ha+maj                    65                  15.7
xor+xnor                     39                  5.20
through the flow:
| step | total power, W | worst slack [ps] | hold slack (ps) | util [%] | cells |
|---|---|---|---|---|---|
| floorplan | 0.000241 | 4000 | 6330 | - | 908 |
| global placement | 0.000377 | 1420 | 7280 | 49.8 | 1201 |
| detailed placement | 0.000376 | 1380 | 7280 | 49.8 | 1201 |
| CTS | 0.000378 | 1350 | 7290 | 49.8 | 1201 |
| global route | 0.000417 | 941 | 7330 | 49.8 | 1201 |
| finish | 0.000383 | 1200 | 7280 | 49.8 | 1201 |
power by group through the flow:
stage	sequential, W	combinational, W	clock, W
CTS	0	0.000378	0
global route	0	0.000417	0
finish	0	0.000383	0
worst max-delay path, cell delays in order:
cell	delay (ps)
clkdlybuf4s50_1	870
nor2b_2	730
a221oi_1	360
nor2_1	510
ha_1	340
nor2b_1	130
o21a_1	120
o21a_1	100
o21ai_0	90
a31o_2	240
fa_1	460
fa_1	460
fa_1	470
xnor2_1	130
o21ai_0	460
a32o_1	320
nand2_1	90
nor4b_2	280
and4_4	300
mux2i_4	600
buf_4	290
o21ai_0	90
a2bb2oi_1	210
clkdlybuf4s50_1	500
layer usage:
metal  global-route usage (%)  vias to the layer above  routed length, um
met5                        0                        -                  0
met4                     9.17                        0                828
met3                     1.46                       47               1810
met2                     48.0                      374              11500
met1                     48.0                     3621              11700
li1                         -                     3667                  -
how the worst max path moves through the flow:
| stage | from | to | slack, ps | cells past startpoint |
|---|---|---|---|---|
| CTS | ALUSrc_a[0] | pc_decision[12] | 1350 | 24 |
| global route | invB | pc_decision[10] | 940 | 26 |
| finish | ALUSrc_a[0] | pc_decision[12] | 1200 | 24 |
Power figures rest on the tool's default switching activity, not on a simulated workload.

**flow/run.sh**
```bash
#!/bin/bash
# OpenROAD 26Q1-2900-gdf79404cd8, Yosys 0.63+post, stock flow scripts
make -C /OpenROAD-flow-scripts/flow DESIGN_CONFIG=/design/flow/config.mk WORK_HOME=/design/flow/orfs finish
```
**flow/constraint.sdc**
```tcl
current_design id_ex

set clk_period 4.2
set clk_io_pct 0.2

create_clock -name clk0 -period $clk_period [get_ports {clk}]

set non_clock_inputs [all_inputs -no_clocks]
set_input_delay [expr $clk_period * $clk_io_pct] -clock clk0 $non_clock_inputs
set_output_delay [expr $clk_period * $clk_io_pct] -clock clk0 [all_outputs]
```
**flow/design.v**
```verilog
module dff (q, d, clk, rst);
    output         q;
    input          d;
    input          clk;
    input          rst;
    reg            state;
    assign #(1) q = state;
    always @(posedge clk) begin
      state = rst? 0 : d;
    end
endmodule
module id_ex(id_alu_res_sel, id_branch, id_branch_eqz, id_branch_gtz,
        id_branch_ltz, id_Cin, id_invA, id_invB, id_memEn, id_memWrite,
        id_regWrite, id_sign_alu, id_createdump, id_ALUSrc_a, id_ALUSrc_b,
        id_memToReg, id_pc_dec, id_set_select, id_alu_op, id_write_reg,
        id_reg1_data, id_reg2_data, id_sign_ext_low_bits, id_instruction,
        id_pc_plus, id_halt, ex_alu_res_sel, ex_branch, ex_branch_eqz, ex_branch_gtz,
        ex_branch_ltz, ex_Cin, ex_invA, ex_invB, ex_memEn, ex_memWrite,
        ex_regWrite, ex_sign_alu,ex_createdump, ex_ALUSrc_a, ex_ALUSrc_b,
        ex_memToReg, ex_pc_dec, ex_set_select, ex_alu_op, ex_write_reg,
        ex_instruction, ex_pc_plus, ex_reg1_data, ex_reg2_data,
        ex_sign_ext_low_bits, ex_halt, clk, rst, stall, flush,
        id_rs_valid, id_rt_valid, ex_rs_valid, ex_rt_valid, id_reg1_sel, id_reg2_sel,
        ex_reg1_sel, ex_reg2_sel);
    input id_alu_res_sel, id_branch, id_branch_eqz, id_branch_gtz, id_branch_ltz,
          id_Cin, id_invA, id_invB, id_memEn, id_memWrite, id_regWrite,
          id_sign_alu, id_createdump, id_halt, clk, rst, stall, flush,
          id_rs_valid, id_rt_valid;
    input [1:0] id_ALUSrc_a, id_ALUSrc_b, id_memToReg, id_pc_dec, id_set_select;
    input [2:0] id_alu_op, id_write_reg, id_reg1_sel, id_reg2_sel;
    input [15:0] id_instruction, id_pc_plus, id_reg1_data, id_reg2_data,
          id_sign_ext_low_bits;
    output ex_alu_res_sel, ex_branch, ex_branch_eqz, ex_branch_gtz,
           ex_branch_ltz, ex_Cin, ex_invA, ex_invB, ex_memEn, ex_memWrite,
           ex_regWrite, ex_sign_alu, ex_createdump, ex_halt, ex_rs_valid,
           ex_rt_valid;
    output [1:0] ex_ALUSrc_a, ex_ALUSrc_b, ex_memToReg, ex_pc_dec, ex_set_select;
    output [2:0] ex_alu_op, ex_write_reg, ex_reg2_sel, ex_reg1_sel;
    output [15:0] ex_instruction, ex_pc_plus, ex_reg1_data, ex_reg2_data,
            ex_sign_ext_low_bits;
    reg_1 rs_valid_flop(
        .WriteData(id_rs_valid),
        .ReadData(ex_rs_valid),
        .stall(stall),
        .flush(flush),
        .clk(clk),
        .rst(rst)
    );
    reg_1 rt_valid_flop(
        .WriteData(id_rt_valid),
        .ReadData(ex_rt_valid),
        .stall(stall),
        .flush(flush),
        .clk(clk),
        .rst(rst)
    );
    reg_1 alu_res_sel_flop(
        .WriteData(id_alu_res_sel),
        .flush(flush),
        .ReadData(ex_alu_res_sel),
        .stall(stall),
        .clk(clk),
        .rst(rst)
    );
    reg_1 branch_flop(
        .WriteData(id_branch),
        .ReadData(ex_branch),
        .stall(stall),
        .flush(flush),
        .clk(clk),
        .rst(rst)
    );
    reg_1 branch_eqz_flop(
        .WriteData(id_branch_eqz),
        .ReadData(ex_branch_eqz),
        .stall(stall),
        .flush(flush),
        .clk(clk),
        .rst(rst)
    );
    reg_1 branch_gtz_flop(
        .WriteData(id_branch_gtz),
        .ReadData(ex_branch_gtz),
        .stall(stall),
        .flush(flush),
        .clk(clk),
        .rst(rst)
    );
    reg_1 branch_ltz_flop(
        .WriteData(id_branch_ltz),
        .ReadData(ex_branch_ltz),
        .stall(stall),
        .flush(flush),
        .clk(clk),
        .rst(rst)
    );
    reg_1 Cin_flop(
        .WriteData(id_Cin),
        .ReadData(ex_Cin),
        .stall(stall),
        .flush(flush),
        .clk(clk),
        .rst(rst)
    );
    reg_1 invA_flop(
        .WriteData(id_invA),
        .ReadData(ex_invA),
        .stall(stall),
        .flush(flush),
        .clk(clk),
        .rst(rst)
    );
    reg_1 invB_flop(
        .WriteData(id_invB),
        .ReadData(ex_invB),
        .stall(stall),
        .flush(flush),
        .clk(clk),
        .rst(rst)
    );
    reg_1 memEn_flop(
        .WriteData(id_memEn),
        .ReadData(ex_memEn),
        .stall(stall),
        .flush(flush),
        .clk(clk),
        .rst(rst)
    );
    reg_1 memWrite_flop(
        .WriteData(id_memWrite),
        .ReadData(ex_memWrite),
        .stall(stall),
        .flush(flush),
        .clk(clk),
        .rst(rst)
    );
    reg_1 regWrite_flop(
        .WriteData(id_regWrite),
        .ReadData(ex_regWrite),
        .stall(stall),
        .flush(flush),
        .clk(clk),
        .rst(rst)
    );
    reg_1 sign_alu_flop(
        .WriteData(id_sign_alu),
        .ReadData(ex_sign_alu),
        .stall(stall),
        .flush(flush),
        .clk(clk),
        .rst(rst)
    );
    reg_1 createdump_flop(
        .WriteData(id_createdump),
        .ReadData(ex_createdump),
        .stall(stall),
        .flush(flush),
        .clk(clk),
        .rst(rst)
    );
    reg_1 halt_flop(
        .WriteData(id_halt),
        .ReadData(ex_halt),
        .stall(stall),
        .flush(flush),
        .clk(clk),
        .rst(rst)
    );
    reg_1 ALUSrc_a_flop[1:0](
        .WriteData(id_ALUSrc_a),
        .ReadData(ex_ALUSrc_a),
        .stall(stall),
        .flush(flush),
        .clk(clk),
        .rst(rst)
    );
    reg_1 ALUSrc_b_flop[1:0](
        .WriteData(id_ALUSrc_b),
        .ReadData(ex_ALUSrc_b),
        .stall(stall),
        .flush(flush),
        .clk(clk),
        .rst(rst)
    );
    reg_1 memToReg_flop[1:0](
        .WriteData(id_memToReg),
        .ReadData(ex_memToReg),
        .stall(stall),
        .flush(flush),
        .clk(clk),
        .rst(rst)
    );
    reg_1 pc_dec_flop[1:0](
        .WriteData(id_pc_dec),
        .ReadData(ex_pc_dec),
        .stall(stall),
        .flush(flush),
        .clk(clk),
        .rst(rst)
    );
    reg_1 set_select_flop[1:0](
        .WriteData(id_set_select),
        .ReadData(ex_set_select),
        .stall(stall),
        .flush(flush),
        .clk(clk),
        .rst(rst)
    );
    reg_1 alu_op_flop[2:0](
        .WriteData(id_alu_op),
        .ReadData(ex_alu_op),
        .stall(stall),
        .flush(flush),
        .clk(clk),
        .rst(rst)
    );
    reg_1 reg1_sel_flop[2:0](
        .WriteData(id_reg1_sel),
        .ReadData(ex_reg1_sel),
        .stall(stall),
        .flush(flush),
        .clk(clk),
        .rst(rst)
    );
    reg_1 reg2_sel_flop[2:0](
        .WriteData(id_reg2_sel),
        .ReadData(ex_reg2_sel),
        .stall(stall),
        .flush(flush),
        .clk(clk),
        .rst(rst)
    );
    reg_1 write_reg_flop[2:0](
        .WriteData(id_write_reg),
        .ReadData(ex_write_reg),
        .stall(stall),
        .flush(flush),
        .clk(clk),
        .rst(rst)
    );
    reg_1 instruction_flop[15:0](
        .WriteData(id_instruction),
        .ReadData(ex_instruction),
        .stall(stall),
        .flush(flush),
        .clk(clk),
        .rst(rst)
    );
    reg_1 pc_plus_flop[15:0](
        .WriteData(id_pc_plus),
        .ReadData(ex_pc_plus),
        .stall(stall),
        .flush(flush),
        .clk(clk),
        .rst(rst)
    );
    reg_1 reg1_data_flop[15:0](
        .WriteData(id_reg1_data),
        .ReadData(ex_reg1_data),
        .stall(stall),
        .flush(flush),
        .clk(clk),
        .rst(rst)
    );
    reg_1 reg2_data_flop[15:0](
        .WriteData(id_reg2_data),
        .ReadData(ex_reg2_data),
        .stall(stall),
        .flush(flush),
        .clk(clk),
        .rst(rst)
    );
    reg_1 sign_ext_low_bits_flop[15:0](
        .WriteData(id_sign_ext_low_bits),
        .ReadData(ex_sign_ext_low_bits),
        .stall(stall),
        .flush(flush),
        .clk(clk),
        .rst(rst)
    );
endmodule
module reg_1 (WriteData, stall, flush, ReadData, clk, rst);
    input WriteData, stall, flush;
    input clk, rst;
    output ReadData;
    reg  writedata;
    wire storeData;
    wire flopRst;
    dff flops(
        .d(stall ? ReadData : WriteData),
        .q(ReadData),
        .clk(clk),
        .rst(rst | flush)
    );
endmodule
```
**flow/config.mk**
```make
export PLATFORM = sky130hd
export DESIGN_NAME = id_ex
export DESIGN_NICKNAME = id_ex
export VERILOG_FILES = /design/flow/design.v
export SDC_FILE = /design/flow/constraint.sdc
export NUM_CORES = 4
export LEC_CHECK = 1
export CORE_UTILIZATION = 30
```
==> notes.md <==
run metrics: first-pass GRT wire length roughly 16 mm, vias about 3400, status complete, no violations, hold_buf cts 0, I/O pins 240, yosys xor share 0%, Hold Crit Class reg -> reg, post-placement setup slack 1.47 ns, Slew Limit Fails 0, Compound-Gate Fraction of Synth Area 0%, Core ar. 0.0159 sq mm, H-tree depth 4, Worst VDD drop 0.302 mV, R2R cell count 2, Pre-Place Util roughly 31%, Worst-Margin Slew 0.700 ns, clk buf depth 2, drt wl/cell roughly 13 um, worst hold stages 2, CP max-delay cell buf_4, port bufs around 240, Synth Instances 483, cts repair resizes 0, Worst EP required 4.46 ns, Routed Antenna Nets 0, RePlAce Congestion around 0.74, clock root cell clkbuf_16, Initial DRC Count 56, Max Cap Viol 0, Post-CTS Setup Bufs 0, # Cells Yosys 483, LEAKAGE 2.99 nW, Cells after DPL 813, Clock Sinks between 100 and 150, FF-to-FF setup slack 3.55 ns, Worst setup EP type flip-flop, Max Freq 437 MHz, crit-path max FO 57, Worst R2R End sign_ext_low_bits_flop[11].flops.state, area fraction in mux cells 24.0%, Avg Vias per Cell 4.07, diode count 0, Rows 46, Max-slew headroom 53.4%, Seq/Total Area, Yosys 48.0%, Gate power share 10.8%, DRT Wirelength between 10 and 15 mm, fraction of layout cells with a size suffix above 1 4.80%, distinct lib cells 8, die width between 100 and 150 um, Min-Delay Endpoint memWrite_flop.flops.state, comb area leader multiplexers, Cell Area, Synth 0.00492 sq mm, Final min period 2.29 ns, Mean Syn Cell Area slightly above 10 sq um, RSZ-0062 raised after global routing no, pwr/cell area around 390 mW/mm^2, Fin. Hold Viols 0, grt ovf 0, Worst Setup Start Kind primary input, Total GRT Usage about an eighth, Setup TNS 0 ns, Final Instance Count excl. Fillers about 840, DIE AREA about 0.017 sq mm, Chip Height 130 um, internal power 2.27 mW, # setup viols final 0, Remaining DRCs 0, Seq pwr share between 40% and 50%, CP peak stage delay approximately 0.56 ns, Net Sw Power 0.569 mW, tool warning count 25, initial antenna violation count 0, Clock transition at path regs 0.05 ns, critical path cell sequence clkdlybuf4s50_1 > or2_4 > buf_4 > nor2_1, Seq cells post-synth 118, Initial DRT Pass Iterations 4, Worst Setup Path Type in -> reg, yosys synthesis chip area roughly 0.005 sq mm, hold_sp memWrite_flop.flops.state, cts bufs inserted 17, worst setup margin 1.91 ns, vias in the first global route 3309, Tcrit/Tclk final 54.5%, clock tree from TritonCTS done, Fin Clk Skew 0 ns, worst reg2reg startpoint sign_ext_low_bits_flop[11].flops.state, Crit path arrival time 2.55 ns, yosys warns 1, largest net degree at the start of global routing roughly 63, HPWL reported at the end of detailed placement 7.55 mm, Layout area overhead 47.2%, Sw Ratio 20.0%, Simple Share, Synth 9.12%, Clk network pwr share 47.7%, Adder Area Share 0%, Clk Latency, worst-skew pair 0.40 ns
==> layer usage <==
metal	GRT usage, %	vias up	part of all wire [%]
met1	16.5	1534	42
met3	5.76	6	12
li1	-	1736	-
met2	20.2	148	45
met5	0	-	0
met4	1.57	0	0.96
==> Yosys cell counts <==
cell type / n / area (sq um)
dfxtp_1: 118 / 2360
buf_6: 7 / 78.8
or2_1: 1 / 6.26
buf_2: 9 / 45.0
buf_4: 103 / 773
mux2i_1: 118 / 1180
nor2_1: 118 / 443
clkbuf_1: 9 / 33.8
==> critical path: cells and delay by family <==
kind,cells,cell delay (ns)
and+or+nand+nor,2,0.63
buffers and inverters,2,1.01
==> sequential cells by signal, summed over array words and instances, names as in the netlist, 2 cells and up <==
name / flops
sign_ext_low_bits_flop.flops.state: 16
ALUSrc_b_flop.flops.state: 2
reg1_data_flop.flops.state: 16
alu_op_flop.flops.state: 3
reg1_sel_flop.flops.state: 3
ALUSrc_a_flop.flops.state: 2
instruction_flop.flops.state: 16
pc_plus_flop.flops.state: 16
set_select_flop.flops.state: 2
memToReg_flop.flops.state: 2
reg2_data_flop.flops.state: 16
pc_dec_flop.flops.state: 2
write_reg_flop.flops.state: 3
reg2_sel_flop.flops.state: 3
==> placed cells by master (no fill, tap or decap), drive strengths merged <==
cell / instances
buf: 4
clkdlybuf4s50: 238
dfxtp: 118
bufinv: 2
clkbuf: 23
mux2i: 118
nor2: 118
or2: 1
clkinv: 3
==> kinds of logic (layout without fill, tap and decap cells) <==
kind of cell | after synthesis | count (layout)
buffers and inverters | 128 | 270
AND/OR/NAND/NOR | 119 | 119
multiplexers | 118 | 118
flip-flops | 118 | 118
==> power by group through the flow <==
stage,clock network [mW],registers (mW),logic (mW)
after CTS,1.40,1.18,0.314
final,1.36,1.18,0.308
after global routing,1.46,1.18,0.335
==> metrics by stage <==
step	util (%)	cell area [sq um]	hold slack (ns)	total power, mW
4_1_cts	45.5	7250	0.494	2.89
2_1_floorplan	-	4920	0.440	1.35
5_1_grt	45.5	7250	0.514	2.98
6_report	45.5	7250	0.487	2.84
3_5_place_dp	42.0	6690	0.484	1.51
3_3_place_gp	42.0	6690	0.472	1.51
==> worst max path at each step <==
stage | start | end | slack, ns | cells past startpoint
4_1_cts | rst | memEn_flop.flops.state | 1.92 | 4
6_report | flush | memEn_flop.flops.state | 1.91 | 4
5_1_grt | rst | reg1_data_flop[3].flops.state | 1.80 | 4
==> area by class of cell <==
type                    count  area, sq um
clock buffers              23          478
clock inverters             5         75.1
fillers                  1432         8700
multi-input cells         237         1630
flip-flops and latches    118         2360
well taps                 216          270
repair buffers            242         2430
Power and IR drop assume default switching activity.
